==> flow/design.v <==
module filter2d(
                input           clk,
                input           rstn,
                input           start,
                output reg      finish,
                output          cs,
                output          we,
                output [16:0]   addr,
                output [7:0]    din,
                input  [7:0]    dout,
                input           h_write,
                input  [3:0]    h_idx,
                input  [7:0]    h_data   
);
reg       on_proc;
reg [3:0] cnt;
reg [7:0] cnt_x;
reg [7:0] cnt_y;
always @(posedge clk or negedge rstn) begin
    if (!rstn) begin
        on_proc <= 1'b0;
        cnt     <= 1'b0;
        cnt_x   <= 1'b0;
        cnt_y   <= 1'b0;
    end else begin
        if (start == 1'b1) on_proc <= 1'b1;
        else if ((cnt == 11) && (cnt_x == 255) && (cnt_y == 255)) on_proc <= 1'b0;
        if (on_proc == 1'b1) begin
            cnt <= (cnt == 11) ? 0 : cnt+1;
            if (cnt == 11) begin
                cnt_x <= (cnt_x == 255) ? 0 : cnt_x+1;
                if (cnt_x == 255) begin
                    cnt_y <= (cnt_y == 255) ? 0 : cnt_y+1;
                end
            end
        end
        finish <= ((cnt == 11) && (cnt_x == 255) && (cnt_y == 255));
    end
end
reg [15:0] rd_addr;
wire       mem_rd = (cnt >= 0) && (cnt <= 8) && (on_proc == 1'b1);
always @(*) begin
    case(cnt)  
        4'd0:    rd_addr = (cnt_y-1)*256 + cnt_x-1;
        4'd1:    rd_addr = (cnt_y-1)*256 + cnt_x;
        4'd2:    rd_addr = (cnt_y-1)*256 + cnt_x+1;
        4'd3:    rd_addr = (cnt_y  )*256 + cnt_x-1;
        4'd4:    rd_addr = (cnt_y  )*256 + cnt_x;
        4'd5:    rd_addr = (cnt_y  )*256 + cnt_x+1;
        4'd6:    rd_addr = (cnt_y+1)*256 + cnt_x-1;
        4'd7:    rd_addr = (cnt_y+1)*256 + cnt_x;
        4'd8:    rd_addr = (cnt_y+1)*256 + cnt_x+1;
        default: rd_addr = 'bx;
    endcase
end
reg [7:0] pd;
wire pd_en = (cnt >= 1) && (cnt <= 9);  
always @(posedge clk or negedge rstn) begin
    if (!rstn) begin
        pd <= 0;
    end else begin
        if (pd_en == 1'b1) pd <= dout;
    end
end
reg signed [7:0] h[0:8];
always @(posedge clk or negedge rstn) begin
    if (!rstn) begin
        h[0] <= 8'h08;
        h[1] <= 8'h10;
        h[2] <= 8'h08;
        h[3] <= 8'h10;
        h[4] <= 8'h20;
        h[5] <= 8'h10;
        h[6] <= 8'h08;
        h[7] <= 8'h10;
        h[8] <= 8'h08;
    end else begin
        if (h_write == 1'b1) begin
            h[h_idx] <= h_data;
        end
    end
end
wire signed [7:0]  coeff = h[cnt-2];
wire signed [15:0] mul   = pd *coeff;
reg  signed [19:0] acc;
wire signed [19:0] acc_in = (cnt == 1) ? 0 : mul + acc;
reg                acc_en;
always @(*) begin
    acc_en = 1'b0;
    case(cnt)
        4'd 1: acc_en =  1'b1;
        4'd 2: if((cnt_y >   0) && (cnt_x >   0)) acc_en = 1'b1;
        4'd 3: if( cnt_y >   0                  ) acc_en = 1'b1;
        4'd 4: if((cnt_y >   0) && (cnt_x < 255)) acc_en = 1'b1;
        4'd 5: if( cnt_x >   0                  ) acc_en = 1'b1;
        4'd 6:                                    acc_en = 1'b1;
        4'd 7: if( cnt_x < 255                  ) acc_en = 1'b1;
        4'd 8: if((cnt_y < 255) && (cnt_x >   0)) acc_en = 1'b1;
        4'd 9: if( cnt_y < 255                  ) acc_en = 1'b1;
        4'd10: if((cnt_y < 255) && (cnt_x < 255)) acc_en = 1'b1;
        default:                                  acc_en = 1'b0;
    endcase
end
always @(posedge clk or negedge rstn) begin
    if (!rstn) begin
        acc <= 'b0;
    end else begin
        if (acc_en == 1'b1) acc <= acc_in;
    end
end
wire [19:0] pd_rnd_1 = acc + (1<<6);
wire [12:0] pd_rnd   = pd_rnd_1[19:7];
wire [7:0]  pd_out   = (pd_rnd <   0) ? 0
                     : (pd_rnd > 255) ? 255
                     :  pd_rnd[7:0];
assign din = pd_out;
wire mem_wr = (cnt == 11);
wire [16:0] wr_addr = cnt_y * 256 + cnt_x + 256*256;
assign cs = mem_rd | mem_wr;
assign we = mem_wr;
assign addr = (mem_rd == 1'b1) ? rd_addr : wr_addr;
endmodule
==> flow/run.sh <==
#!/bin/bash
# OpenROAD 26Q1-2900-gdf79404cd8, Yosys 0.63+post, stock flow scripts
make -C /OpenROAD-flow-scripts/flow DESIGN_CONFIG=/design/flow/config.mk WORK_HOME=/design/flow/orfs finish
==> flow/config.mk <==
export PLATFORM = sky130hd
export DESIGN_NAME = filter2d
export DESIGN_NICKNAME = filter2d
export VERILOG_FILES = /design/flow/design.v
export SDC_FILE = /design/flow/constraint.sdc
export NUM_CORES = 4
export LEC_CHECK = 1
export CORE_UTILIZATION = 30
==> flow/constraint.sdc <==
current_design filter2d

set clk_period 15.6
set clk_io_pct 0.2

create_clock -name clk0 -period $clk_period [get_ports {clk}]

set non_clock_inputs [all_inputs -no_clocks]
set_input_delay [expr $clk_period * $clk_io_pct] -clock clk0 $non_clock_inputs
set_output_delay [expr $clk_period * $clk_io_pct] -clock clk0 [all_outputs]
==> insert_results.sql <==
-- load yosys + openroad results
INSERT INTO impl_metrics (metric_group, metric, value, unit) VALUES
('status', 'status', 'finished clean', ''),
('power', 'total_power', '2.10', 'mW'),
('place', 'place_worst_setup_slack', '7160', 'ps'),
('routing', 'iteration_0_drc_markers', '563', ''),
('layout', 'drive_gt1_frac', '0.125', ''),
('layout', 'areaGrowthSynthToFinish', '15.1', '%'),
('global_routing', 'globalRoute.totalOverflow', '0', ''),
('routing', 'wl_per_cell', '15.5', 'µm'),
('power', 'power.density_cell_area', '179', 'nW/µm²'),
('final_timing', 'finalSetupViolCount', '0', ''),
('synthesis', 'yosys_area', '10200', 'µm²'),
('place', 'place_inst', '1584', ''),
('synthesis', 'seq_area_frac_synth', '0.301', ''),
('global_routing', 'first_global_vias', '7943', ''),
('final_timing', 'final.min_clock_period', '8430', 'ps'),
('global_routing', 'global_route.usage.total', '0.147', ''),
('power', 'seqPwrFrac', '0.214', ''),
('power', 'power_frac_comb', '0.601', ''),
('place', 'detailed_place_hpwl', '18500', 'µm'),
('power', 'total_leakage_power', '5.14', 'nW'),
('layout', 'area.combinational', '6620', 'µm²'),
('floorplanning', 'chip_area', '34700', 'µm²'),
('final_timing', 'fmax', '119', 'MHz'),
('final_timing', 'layout_worst_path_cycle_share', '0.540', ''),
('worst_setup_path', 'crit_path_start_kind', 'flop', ''),
('clocking', 'numCtsBuffers', '17', ''),
('floorplanning', 'die-width', '186', 'µm'),
('power', 'power_frac_clock', '0.185', ''),
('place', 'placement.io_buffers', '51', ''),
('worst_setup_path', 'critical_path.max_stage_delay', '760', 'ps'),
('final_timing', 'final-max-slew-violation-count', '0', ''),
('synthesis', 'avgSynthCellArea', '9.11', 'µm²'),
('clocking', 'post_cts_hold_buffer_count', '0', ''),
('worst_setup_path', 'critPathTopFamily', 'adder cells', ''),
('routing', 'insertedDiodeCount', '0', ''),
('layout', 'nFillCells', '3312', ''),
('worst_setup_path', 'timing.critical_path.required', '15900', 'ps'),
('worst_setup_path', 'worstSetupPathDepth', '29', ''),
('clocking', 'clock_insertion_delay_worst_skew', '420', 'ps'),
('synthesis', 'synth-edff-count', '1', ''),
('job', 'drv_cap', '0', ''),
('place', 'gp_congestion', '0.943', ''),
('worst_setup_path', 'critPathCaptureType', 'flop', ''),
('power', 'sw_share', '0.427', ''),
('min_path', 'hold_class', 'flop to flop', ''),
('global_routing', 'first_pass_grt_wire_length', '41300', 'µm'),
('routing', 'drt_drc_violations_left', '0', ''),
('clocking', 'h-tree-depth', '4', ''),
('min_path', 'hold-path-cell-count', '2', ''),
('synthesis', 'ys.flop_type', 'dfrtp_1', ''),
('clocking', 'cts.reportedPaths.clkPinSlew', '60', 'ps'),
('final_timing', 'setup_tns', '0', 'ps'),
('final_timing', 'setup_ws', '7170', 'ps'),
('routing', 'ant_nets', '0', ''),
('clocking', 'clkSinkCount', '122', ''),
('worst_setup_path', 'timing.critical_path.slowest_stage_cell', 'dfrtp_1', ''),
('job', 'log.warning_count', '34', ''),
('clocking', 'postCtsSetupRepairBufs', '0', ''),
('final_timing', 'hold-worst-slack', '487', 'ps'),
('routing', 'drt-total-wl', '25000', 'µm'),
('clocking', 'clk_root_buffer_cell', 'clkbuf_16', ''),
('clocking', 'total_of_cells_resized_after_clock_tree_synthesis', '0', ''),
('synthesis', 'synth-warning-count', '2', ''),
('layout', 'final_cells', '1615', ''),
('floorplanning', 'pin_count', '52', ''),
('routing', 'via_count', '8371', ''),
('final_timing', 'slew-limit-headroom', '0.483', ''),
('worst_setup_path', 'reg2reg_depth', '29', ''),
('power', 'vdd_ir_drop_max', '0.137', 'mV'),
('power', 'net-switching-power', '895', 'µW'),
('worst_setup_path', 'path_buffers', '5', '');
==> final cells by class <==
type | instances | area share
Multi-Input combinational cell | 870 | 0.564
Sequential cell | 122 | 0.261
Timing Repair Buffer | 65 | 0.0522
Tap cell | 448 | 0.0478
Clock buffer | 18 | 0.0374
Inverter | 79 | 0.0253
Clock inverter | 13 | 0.0122
==> power by group through the flow <==
stage | clock, mW | sequential (mW) | combinational, mW
CTS | 0.398 | 0.449 | 1.27
global route | 0.411 | 0.460 | 1.43
finish | 0.388 | 0.449 | 1.26
==> worst paths after layout <==
check	start	endpoint	slack, ps
hold reg to reg	acc[3]$_DFFE_PN0P_	acc[3]$_DFFE_PN0P_	490
min in group asynchronous	rstn	on_proc$_DFFE_PN0P_	2730
hold / removal	acc[3]$_DFFE_PN0P_	acc[3]$_DFFE_PN0P_	490
setup reg to reg	cnt[2]$_DFFE_PN0P_	acc[15]$_DFFE_PN0P_	7170
setup / recovery	cnt[2]$_DFFE_PN0P_	acc[15]$_DFFE_PN0P_	7170
max in group asynchronous	rstn	h[1][4]$_DFFE_PN1P_	11880
==> per-layer routing <==
metal,part of all wire,GRT usage
met5,0,0
met4,0.020,0.0277
met3,0.052,0.0248
met2,0.47,0.235
met1,0.46,0.217
==> kinds of logic (layout without fill, tap and decap cells) <==
group           count (synthesis)  after routing  synth area share
fa+ha+maj                     106            106             0.157
mux                            79             79            0.0867
xor+xnor                       66             66            0.0567
buf+inv                       128            175            0.0515
simple gates                  355            355             0.173
compound gates                264            264             0.174
flops                         122            122             0.301
==> tightest hold or removal path, cell delays in order, from the launching register on <==
cell and delay (ps):
dfrtp_1 340, nand2_1 50, o31ai_1 60
==> synthesized netlist by cell type (27+ instances only) <==
| library cell | instances | area [µm²] |
|---|---|---|
| dfrtp_1 | 112 | 2800 |
| nor2_1 | 103 | 387 |
| nand2_1 | 92 | 345 |
| inv_1 | 79 | 297 |
| mux2_2 | 75 | 845 |
| ha_1 | 69 | 863 |
| o21ai_0 | 58 | 290 |
| a21oi_1 | 41 | 205 |
| fa_1 | 37 | 741 |
| xnor2_1 | 37 | 324 |
| nand3_1 | 32 | 160 |
| xor2_1 | 29 | 254 |
| clkbuf_1 | 27 | 101 |
==> flip-flops by register name (all words and copies together), names as in the netlist <==
register  cells
cnt_y         8
finish        1
pd            8
cnt           4
h            72
acc          20
cnt_x         8
on_proc       1
==> metrics by stage <==
| stage | instance area [µm²] | util |
|---|---|---|
| finish | 11700 | 0.351 |
| global route | 11700 | 0.351 |
| CTS | 11700 | 0.351 |
| detailed placement | 11200 | 0.334 |
| global placement | 11200 | 0.334 |
| floorplan | 10200 | - |
Power is estimated from default activity; no workload was simulated.
