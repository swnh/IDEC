==> flow/design.v <==
module filter(
		input             clk,
		input             n_reset,
		input      [15:0] x_in,
		output reg [15:0] y_out,
		input     	 h_write,
		input [4:0]  h_idx,
		input [15:0] h_data
);
reg signed [15:0] x[20:0];
always @(posedge clk or negedge n_reset) begin
	if(n_reset == 1'b0) begin
		x[0] <= 'b0;
		x[1] <= 'b0;
		x[2] <= 'b0;
		x[3] <= 'b0;
		x[4] <= 'b0;
		x[5] <= 'b0;
		x[6] <= 'b0;
		x[7] <= 'b0;
		x[8] <= 'b0;
		x[9] <= 'b0;
		x[10] <= 'b0;
		x[11] <= 'b0;
		x[12] <= 'b0;
		x[13] <= 'b0;
		x[14] <= 'b0;
		x[15] <= 'b0;
		x[16] <= 'b0;
		x[17] <= 'b0;
		x[18] <= 'b0;
		x[19] <= 'b0;
		x[20] <= 'b0;
	end else begin
		x[0] <= x_in;
		x[1] <= x[0];
		x[2] <= x[1];
		x[3] <= x[2];
		x[4] <= x[3];
		x[5] <= x[4];
		x[6] <= x[5];
		x[7] <= x[6];
		x[8] <= x[7];
		x[9] <= x[8];
		x[10] <= x[9];
		x[11] <= x[10];
		x[12] <= x[11];
		x[13] <= x[12];
		x[14] <= x[13];
		x[15] <= x[14];
		x[16] <= x[15];
		x[17] <= x[16];
		x[18] <= x[17];
		x[19] <= x[18];
		x[20] <= x[19];
	end
end
reg signed [15:0] h[20:0];
always @(posedge clk or negedge n_reset) begin
	if(n_reset == 1'b0) begin
		h[ 0] <= -16'd   10;
		h[ 1] <=  16'd   62;
		h[ 2] <=  16'd   84;
		h[ 3] <= -16'd  296;
		h[ 4] <= -16'd  246;
		h[ 5] <=  16'd  954;
		h[ 6] <=  16'd  477;
		h[ 7] <= -16'd 2645;
		h[ 8] <= -16'd  689;
		h[ 9] <=  16'd10122;
		h[10] <=  16'd17159;
		h[11] <=  16'd10122;
		h[12] <= -16'd  689;
		h[13] <= -16'd 2645;
		h[14] <=  16'd  477;
		h[15] <=  16'd  954;
		h[16] <= -16'd  246;
		h[17] <= -16'd  296;
		h[18] <=  16'd   84;
		h[19] <=  16'd   62;
		h[20] <= -16'd   10;	
	end else begin
		if(h_write == 1'b1) begin
			h[h_idx] <= h_data;		
		end
	end
end
wire signed [31:0] mul[20:0];  
assign mul[0]  = x[0]  * h[0];
assign mul[1]  = x[1]  * h[1];
assign mul[2]  = x[2]  * h[2];
assign mul[3]  = x[3]  * h[3];
assign mul[4]  = x[4]  * h[4];
assign mul[5]  = x[5]  * h[5];
assign mul[6]  = x[6]  * h[6];
assign mul[7]  = x[7]  * h[7];
assign mul[8]  = x[8]  * h[8];
assign mul[9]  = x[9]  * h[9];
assign mul[10] = x[10] * h[10];
assign mul[11] = x[11] * h[11];
assign mul[12] = x[12] * h[12];
assign mul[13] = x[13] * h[13];
assign mul[14] = x[14] * h[14];
assign mul[15] = x[15] * h[15];
assign mul[16] = x[16] * h[16];
assign mul[17] = x[17] * h[17];
assign mul[18] = x[18] * h[18];
assign mul[19] = x[19] * h[19];
assign mul[20] = x[20] * h[20];
wire signed [31:0] sum = mul[0] + mul[1] + mul[2] + mul[3] + mul[4] + mul[5] + mul[6] 
						+ mul[7] + mul[8]+ mul[9] + mul[10] + mul[11] + mul[12] + mul[13]
						+ mul[14] + mul[15] + mul[16] + mul[17] + mul[18]+ mul[19]
			 			+ mul[20];
wire signed [31:0] y_rnd = sum + (1<<15);  
always @(posedge clk or negedge n_reset) begin
	if(n_reset == 1'b0) begin
		y_out <= 'b0;	
	end else begin
		y_out <= y_rnd[31:16];
	end
end
endmodule
==> flow/run.sh <==
#!/bin/bash
# OpenROAD 26Q1-2900-gdf79404cd8, Yosys 0.63+post, stock flow scripts
make -C /OpenROAD-flow-scripts/flow DESIGN_CONFIG=/design/flow/config.mk WORK_HOME=/design/flow/orfs finish
==> flow/config.mk <==
export PLATFORM = sky130hd
export DESIGN_NAME = filter
export DESIGN_NICKNAME = filter
export VERILOG_FILES = /design/flow/design.v
export SDC_FILE = /design/flow/constraint.sdc
export NUM_CORES = 4
export LEC_CHECK = 1
export CORE_UTILIZATION = 50
==> flow/constraint.sdc <==
current_design filter

set clk_period 21.2
set clk_io_pct 0.2

create_clock -name clk0 -period $clk_period [get_ports {clk}]

set non_clock_inputs [all_inputs -no_clocks]
set_input_delay [expr $clk_period * $clk_io_pct] -clock clk0 $non_clock_inputs
set_output_delay [expr $clk_period * $clk_io_pct] -clock clk0 [all_outputs]
==> results.yml <==
# yosys + openroad results
run_status:
  run_status: "finished, final reports clean"
worst_setup_path:
  cp_num_cells: 30
  crit_type: "reg2reg"
  crit_fanout: 17
  crit_path_end_kind: "flip-flop"
  cp.required_ns: 22.04
  crit_slowest_cell: "fa_1"
  startpoint_type: "flip-flop"
  crit_family: "adder cells"
  crit_path_max_incr_delay_ns: 0.93
  crit_top_cell: "fa_1"
  worstRegToRegCells: 30
  critical_path_buf_inv_count: 6
  arrival_ns: 12.83
yosys:
  ys_cells: 22200
  synth-edff-count: 0
  area_leaders: "fa_1 (59%), inv_1 (11%), and2_1 (7.4%)"
  syn_area_per_cell_um2: 10.3
  synth-seq-area-share: 0.0767
  ys_seq_elements: 688
  synthCells: 22200
  yosys-stat-area_um2: 227000
  synthTopCellsByCount: "inv_1 (6859), fa_1 (6647), and2_1 (2704), nand2_1 (2358), ha_1 (1078)"
  top_cell_area_share: 0.585
  synthFlopType: "dfrtp_1"
  syn_area_um2: 227000
  async_reset_ff_frac: 1.00
  ys_types: 38
  top_area_cell: "fa_1"
  yosys_warnings: 3
  yosys.cell_count.top_type: "inv_1"
floorplanning:
  pin_count: 56
  chipArea_um2: 458000
  die_y_um: 676
  die_x_um: 676
  fp-utilization: 0.502
  fp-row-count: 247
  core_area_um2: 453000
finish:
  stdcell_count: 27900
  layout-drive-gt1-share: 0.0444
  syn2layout_area_growth_pct: 4.84
detailed_routing:
  via_per_inst: 5.06
  ant_nets: 0
  wl_per_cell_um: 26.8
  vias: 141000
  drt_wl_total_um: 749000
  drcViolationCount: 0
  drtPass1Iterations: 5
  drt_iter0_drc: 6108
worst_hold_path:
  hp-class: "reg2reg"
  holdPathStages: 0
sta:
  worst_clock_skew_ns: 0.0942
  finalCriticalPeriod_ns: 11.99
  finalSetupViolations: 0
  fin_setup_tns_ns: 0
  max-slew-margin-rel: 0.136
  rsz0062_at_grt: "false"
  max_slew.worst_pin.slew_ns: 1.29
  fmaxAchievable_mhz: 83.4
  timing.final.hold_violations: 0
  final_max_slew_viol_count: 0
  period_used_share: 0.566
cts:
  clock-sinks: 688
  cts_tree: "done"
  cts-root-buf: "clkbuf_16"
  post_cts_buffers: 0
  clock_path_buffers: 4
  clock_latency_ns: 0.98
  htree_levels: 3
  cts-resized-gates: 0
  cts_made_buffers: 111
  cts-hold-fix-buffers: 0
  path_clk_slew_ns: 0.06
placed_design:
  placedCellCount: 27700
  dp_hpwl_um: 646000
  gp_congestion: 1.11
  numPortBuffers: 55
global_routing:
  grt_pass1_vias: 163000
  grt_remaining_overflow: 0
  grt_max_degree: 97
  grt_pass1_wl_um: 1120000
  antenna_found_initial: 45
  grt_use_total: 0.379
job:
  cap_violations: 0
  tool_warnings: 55
## final timing paths
| kind | startpoint | to | slack (ns) |
|---|---|---|---|
| setup / recovery | x[3][15] | y_out[11] | 9.21 |
| hold / removal | x[16][0] | x[17][0] | 0.57 |
| setup reg to reg | x[3][15] | y_out[11] | 9.21 |
| hold reg to reg | x[16][0] | x[17][0] | 0.57 |
| max in group asynchronous | n_reset | x[14][11] | 14.63 |
| min in group asynchronous | n_reset | h[1][9] | 3.26 |
## kinds of logic after synthesis
logic type	count (synthesis)	synth area share
AND-OR/OR-AND	38	0.00120
XOR/XNOR	299	0.0116
adder cells (fa/ha/maj)	7725	0.644
buffers and inverters	7629	0.126
flip-flops	688	0.0767
multiplexers	342	0.0169
AND/OR/NAND/NOR	5433	0.123
## registers in the layout (all words and copies together), names as in the netlist
register and count:
h 336, x 336, y_out 16
## stage by stage
stage	hold WS [ns]	utilization	cell area (um^2)	worst slack, ns
finish	0.573	0.527	238000	9.21
global placement	0.608	0.518	234000	9.49
global route	0.580	0.526	238000	8.92
detailed placement	0.594	0.518	234000	9.46
floorplan	0.424	-	227000	10.63
CTS	0.568	0.526	238000	9.42
## cell usage in the layout, fill, tap and decap left out, types with 23 or more instances in the layout
cell type / count
clkbuf_16: 112
nand2_1: 2357
xor2_1: 39
inv_1: 6859
nand2b_1: 182
clkbuf_1: 23
nor2_1: 29
mux2_2: 342
nor2b_1: 133
diode_2: 83
dfrtp_1: 508
and2_1: 2704
fa_1: 6647
dfstp_2: 180
clkdlybuf4s50_1: 38
xnor2_1: 259
buf_4: 243
ha_1: 1078
## final cells by class
| cell class | instances | area, um^2 |
|---|---|---|
| clock buffer | 145 | 3030 |
| tap | 5976 | 7480 |
| multi-input combinational | 13800 | 181000 |
| antenna | 83 | 208 |
| clock inverter | 60 | 818 |
| sequential | 688 | 17400 |
| timing repair buffer | 290 | 2320 |
| fill | 40400 | 214000 |
| inverter | 6861 | 25800 |
## worst reg2reg max path, delay by kind of cell, from the launching register on
kind	cells	cell delay (ns)
adder cells (fa/ha/maj)	15	8.20
AND-OR/OR-AND	7	1.36
buffers and inverters	6	0.97
flip-flops	1	0.75
AND/OR/NAND/NOR	2	0.62
## routing by layer
layer  global-route usage  share of wire  vias up
li1                     -              -    60000
met1                0.501           0.34    74500
met2                0.537           0.46     5639
met3                0.218           0.14     1151
met4                0.163          0.060       42
met5               0.0226         0.0017        -
