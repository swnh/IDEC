==> ./run.sh <==
#!/bin/bash
# OpenROAD 26Q1-2900-gdf79404cd8, Yosys 0.63+post, stock flow scripts
make -C /OpenROAD-flow-scripts/flow DESIGN_CONFIG=/design/flow/config.mk WORK_HOME=/design/flow/orfs finish
==> ./config.mk <==
export PLATFORM = sky130hd
export DESIGN_NAME = filter2d_op
export DESIGN_NICKNAME = filter2d_op
export VERILOG_FILES = /design/flow/design.v
export SDC_FILE = /design/flow/constraint.sdc
export NUM_CORES = 4
export LEC_CHECK = 1
export CORE_UTILIZATION = 50
==> ./constraint.sdc <==
current_design filter2d_op

set clk_period 15.3
set clk_io_pct 0.2

create_clock -name clk0 -period $clk_period [get_ports {clk}]

set non_clock_inputs [all_inputs -no_clocks]
set_input_delay [expr $clk_period * $clk_io_pct] -clock clk0 $non_clock_inputs
set_output_delay [expr $clk_period * $clk_io_pct] -clock clk0 [all_outputs]
==> ./design.v <==
module filter2d_op(
                input               clk,
                input               rstn,
                input               start,  
                output              mem_rd,
                output  reg [15:0]  rd_addr,
                input       [7:0]   rd_data,
                output  reg         o_strb,
                output  reg [7:0]   o_data,
                input               h_write,
                input       [3:0]   h_idx,
                input       [7:0]   h_data
);
reg       on_proc;
reg [3:0] cnt;
reg [7:0] cnt_x;
reg [7:0] cnt_y;
always @(posedge clk or negedge rstn) begin
    if (!rstn) begin
        on_proc <= 1'b0;
        cnt     <= 1'b0;
        cnt_x   <= 1'b0;
        cnt_y   <= 1'b0;
    end else begin
        if (start == 1'b1) on_proc <= 1'b1;
        else if ((cnt == 11) && (cnt_x == 255) && (cnt_y == 255)) on_proc <= 1'b0;
        if (on_proc == 1'b1) begin
            cnt <= (cnt == 11) ? 0 : cnt+1;
            if (cnt == 11) begin
                cnt_x <= (cnt_x == 255) ? 0 : cnt_x+1;
                if (cnt_x == 255) begin
                    cnt_y <= (cnt_y == 255) ? 0 : cnt_y+1;
                end
            end
        end
    end
end
assign mem_rd = (cnt >= 0) && (cnt <= 8) && (on_proc == 1'b1);
always @(*) begin
    case(cnt)  
        4'd0:    rd_addr = (cnt_y-1)*256 + cnt_x-1;
        4'd1:    rd_addr = (cnt_y-1)*256 + cnt_x;
        4'd2:    rd_addr = (cnt_y-1)*256 + cnt_x+1;
        4'd3:    rd_addr = (cnt_y  )*256 + cnt_x-1;
        4'd4:    rd_addr = (cnt_y  )*256 + cnt_x;
        4'd5:    rd_addr = (cnt_y  )*256 + cnt_x+1;
        4'd6:    rd_addr = (cnt_y+1)*256 + cnt_x-1;
        4'd7:    rd_addr = (cnt_y+1)*256 + cnt_x;
        4'd8:    rd_addr = (cnt_y+1)*256 + cnt_x+1;
        default: rd_addr = 'bx;
    endcase
end
reg  [7:0] pd;
wire       pd_en = (cnt >= 1) && (cnt <= 9);  
always @(posedge clk or negedge rstn) begin
    if (!rstn) begin
        pd <= 0;
    end else begin
        if (pd_en == 1'b1) pd <= rd_data;
    end
end
reg signed [7:0] h[0:8];
always @(posedge clk or negedge rstn) begin
    if (!rstn) begin
        h[0] <= 8'h08;
        h[1] <= 8'h10;
        h[2] <= 8'h08;
        h[3] <= 8'h10;
        h[4] <= 8'h20;
        h[5] <= 8'h10;
        h[6] <= 8'h08;
        h[7] <= 8'h10;
        h[8] <= 8'h08;
    end else begin
        if (h_write == 1'b1) begin
            h[h_idx] <= h_data;
        end
    end
end
wire signed [7:0]  coeff = h[cnt-2];
wire signed [15:0] mul   = pd *coeff;
reg  signed [19:0] acc;
wire signed [19:0] acc_in = (cnt == 1) ? 0 : mul + acc;
reg                acc_en;
always @(*) begin
    acc_en = 1'b0;
    case(cnt)
        4'd 1: acc_en =  1'b1;
        4'd 2: if((cnt_y >   0) && (cnt_x >   0)) acc_en = 1'b1;
        4'd 3: if( cnt_y >   0                  ) acc_en = 1'b1;
        4'd 4: if((cnt_y >   0) && (cnt_x < 255)) acc_en = 1'b1;
        4'd 5: if( cnt_x >   0                  ) acc_en = 1'b1;
        4'd 6:                                    acc_en = 1'b1;
        4'd 7: if( cnt_x < 255                  ) acc_en = 1'b1;
        4'd 8: if((cnt_y < 255) && (cnt_x >   0)) acc_en = 1'b1;
        4'd 9: if( cnt_y < 255                  ) acc_en = 1'b1;
        4'd10: if((cnt_y < 255) && (cnt_x < 255)) acc_en = 1'b1;
        default:                                  acc_en = 1'b0;
    endcase
end
always @(posedge clk or negedge rstn) begin
    if (!rstn) begin
        acc <= 'b0;
    end else begin
        if (acc_en == 1'b1) acc <= acc_in;
    end
end
wire [19:0] pd_rnd_1 = acc + (1<<6);
wire [12:0] pd_rnd   = pd_rnd_1[19:7];
wire [7:0]  pd_out   = (pd_rnd <   0) ? 0
                     : (pd_rnd > 255) ? 255  
                     :  pd_rnd[7:0];
always @(posedge clk or negedge rstn) begin
    if(!rstn) begin
        o_strb <= 1'b0;
        o_data <= 'b0;
    end else begin
        o_strb <= (cnt == 11);
        if(cnt == 11) begin
            o_data <= pd_out;  
        end
    end
end
endmodule
==> flow_summary_export.csv <==
group,metric,value,unit
outcome,outcome,"finished, final reports clean",
global_route,grt_pass1_vias,8157,
job,max-cap-violations,0,
floorplan,fp.dieH,145.5,um
setup_path,critPathMaxFanout,16,
routing,antenna_left,0,
setup_path,end_kind,"flip-flop",
place,dpl.hpwl,18.80,mm
routing,vias,8292,
finish,lay_top_cells,"121 x dfrtp_1, 104 x nand2_1, 101 x nor2_1",
place,dp_worst_setup_slack,6.468,ns
logic_synthesis,ys_seq_share,31.69,%
final_timing,setup_violations,0,
final_timing,fin_ws,6.263,ns
final_timing,final-max-slew-violation-count,0,
setup_path,worstPathArrival,9.37,ns
setup_path,cpMostUsedCell,"inv_1",
final_timing,rsz0062_at_grt,"no",
routing,first_pass_iters,5,
logic_synthesis,avgSynthCellArea,9.248,um^2
clocking,htreeDepth,4,
place,place_inst,1408,
floorplan,io_pins,50,
final_timing,setup_tns,0,ns
clocking,root_buffer,"clkbuf_16",
logic_synthesis,synth_flops,130,
global_route,grt_pass1_wl,42.45,mm
setup_path,slowest_stage,"dfrtp_1",
floorplan,fp_util,50.92,%
final_timing,slew_headroom,45.39,%
routing,diodes,0,
clocking,cts_buffers,17,
logic_synthesis,synth-main-ff-cell,"dfrtp_1",
setup_path,cp-start-kind,"flip-flop",
logic_synthesis,syn_inst,1114,
clocking,post-cts-setup-buffers,0,
logic_synthesis,async_reset_ff_share,100.0,%
finish,layout-drive-gt1-share,13.33,%
global_route,grt_usage,26.01,%
logic_synthesis,ys_types,77,
job,warning_count,36,
routing,drt_iter0_drc,552,
clocking,cts_sinks,130,
setup_path,cpPeakStageDelay,0.63,ns
final_timing,clock.fmax,110.7,MHz
floorplan,die-area,21180,um^2
global_route,grt_max_degree,55,
routing,routedWlPerCell,17.70,um
floorplan,rows,52,
final_timing,hold_viol_final,0,
clocking,path_clk_slew,0.06,ns
clocking,clock_latency,0.42,ns
clocking,clockBufferDepth,2,
routing,drc,0,
setup_path,path_class,"flip-flop to flip-flop",
floorplan,core,20230,um^2
global_route,gr-total-overflow,0,
hold_path,min_path_type,"flip-flop to flip-flop",
logic_synthesis,yosysWarningCount,2,
floorplan,die_w,145.5,um
logic_synthesis,ys_cells,1114,
finish,final_cells,1440,
clocking,holdBufCountCts,0,
setup_path,worst_ep_required_time,15.63,ns
clocking,cts-resized-gates,0,
routing,drt-total-wl,25.49,mm
final_timing,worst_slew_pin_slew,0.8137,ns
finish,areaGrowthSynthToFinish,13.07,%
place,portBuffers,49,
finish,fillCellCount,1736,
final_timing,timing.final.crit_share,59.06,%
logic_synthesis,edf_count,0,
finish,lay_top_count,"dfrtp_1",
logic_synthesis,netlist_area,10300,um^2
clocking,cts_tree,"built",
global_route,antenna_found_initial,0,
place,routabilityCongestion,0.9176,
finish,register_area,3264,um^2
finish,mi_logic_area,6518,um^2
logic_synthesis,ys_area,10300,um^2
final_timing,fin_crit,9.037,ns
routing,viasPerCell,5.758,
final_timing,skew,0.01156,ns
[cell type report]
type | instances | share of cell area (%)
clock buffers | 18 | 3.770
clock inverters | 14 | 1.396
inverters | 82 | 2.642
multi-input cells | 860 | 55.95
flip-flops and latches | 130 | 28.02
well taps | 270 | 2.900
repair buffers | 66 | 5.317
[Yosys cell counts, types with 8 or more instances]
master | number | area, um^2
dfrtp_1 | 121 | 3028
nand2_1 | 104 | 390.4
nor2_1 | 101 | 379.1
inv_1 | 80 | 300.3
mux2_2 | 73 | 822.0
ha_1 | 71 | 888.4
a21oi_1 | 52 | 260.3
o21ai_0 | 47 | 235.2
xnor2_1 | 45 | 394.1
fa_1 | 37 | 740.7
nand3_1 | 32 | 160.2
clkbuf_1 | 25 | 93.84
a22oi_1 | 21 | 157.7
and3_1 | 21 | 131.4
o21ai_1 | 21 | 105.1
xor2_1 | 20 | 175.2
a221oi_1 | 17 | 148.9
nor3_1 | 16 | 80.08
a22o_1 | 15 | 131.4
a31oi_1 | 14 | 87.58
o31ai_1 | 13 | 97.59
and2_1 | 11 | 68.82
a21o_1 | 10 | 75.07
buf_4 | 9 | 67.56
dfstp_2 | 9 | 236.5
nand4_1 | 9 | 56.30
or3_1 | 8 | 50.05
[worst max-delay path: cells and delay by family (launching register included)]
family                   cells  cell delay [ns]
AND-OR/OR-AND                9             2.34
adder cells (fa/ha/maj)      7             3.02
AND/OR/NAND/NOR              8             1.67
buffers and inverters        7             0.76
XOR/XNOR                     3             0.52
flip-flops                   1             0.63
[logic make-up after synthesis]
| logic type | Yosys count | share of synthesized area [%] |
|---|---|---|
| AND-OR/OR-AND | 265 | 17.25 |
| AND/OR/NAND/NOR | 346 | 16.24 |
| buffers and inverters | 124 | 5.052 |
| XOR/XNOR | 66 | 5.793 |
| flip-flops | 130 | 31.69 |
| multiplexers | 75 | 8.173 |
| adder cells (fa/ha/maj) | 108 | 15.81 |
[layer usage]
layer	track usage, %	part of all wire (%)
met5	0	0
met4	4.316	1.9
met3	4.640	5.1
met2	41.54	48
met1	39.32	45
[stage by stage]
step | area (um^2) | utilization (%) | hold slack (ns)
after detailed placement | 11050 | 54.59 | 0.4746
after floorplan | 10300 | - | 0.4494
after CTS | 11650 | 57.57 | 0.4916
final | 11650 | 57.57 | 0.4840
after global placement | 11050 | 54.59 | 0.4639
after global routing | 11650 | 57.57 | 0.5120
[worst paths after layout]
path | start | to | slack [ns] | cells past startpoint
setup / recovery | cnt[2] | acc[19] | 6.26 | 34
hold / removal | acc[5] | acc[5] | 0.48 | 2
setup reg to reg | cnt[2] | acc[19] | 6.26 | 34
hold reg to reg | acc[5] | acc[5] | 0.48 | 2
max in group asynchronous | rstn | cnt_x[6] | 11.26 | 3
min in group asynchronous | rstn | o_data[3] | 2.60 | 1
[registers in the layout, indices dropped and copies added, names as in the netlist]
register / flops
h: 72
o_strb: 1
cnt: 4
cnt_y: 8
pd: 8
cnt_x: 8
acc: 20
o_data: 8
on_proc: 1
